$ cat flow/run.sh
#!/bin/bash
# OpenROAD 26Q1-2900-gdf79404cd8, Yosys 0.63+post, stock flow scripts
make -C /OpenROAD-flow-scripts/flow DESIGN_CONFIG=/design/flow/config.mk WORK_HOME=/design/flow/orfs finish
$ cat flow/config.mk
export PLATFORM = sky130hd
export DESIGN_NAME = multiplier
export DESIGN_NICKNAME = multiplier
export VERILOG_FILES = /design/flow/design.v
export SDC_FILE = /design/flow/constraint.sdc
export NUM_CORES = 4
export LEC_CHECK = 1
export CORE_AREA = 10 10 70 70
export DIE_AREA = 0 0 80 80
$ cat flow/constraint.sdc
current_design multiplier

set clk_period 6.0
set clk_io_pct 0.2

create_clock -name clk0 -period $clk_period

set non_clock_inputs [all_inputs -no_clocks]
set_input_delay [expr $clk_period * $clk_io_pct] -clock clk0 $non_clock_inputs
set_output_delay [expr $clk_period * $clk_io_pct] -clock clk0 [all_outputs]
$ cat flow/design.v
`timescale 1ns / 1ps
module multiplier #(
    parameter N = 4
    )(
    input [N-1:0] a, b,
    output [2*N-1:0] p
    );
    wire [N-1:0] inA [N:0];
    wire [N-1:0] inB [N-1:0];
    assign inA[0] = 0;
    genvar i;
    generate
        for (i=0; i<N; i=i+1) begin
            assign inB[i] = a & {N{b[i]}};  
            adder #(N) add_inst (inA[i], inB[i], {inA[i+1], p[i]});
        end
    endgenerate
    assign p[2*N-1:N] = inA[N];
endmodule
module adder #(
    parameter N = 8
    )(
    input [N-1:0] a, b,
    output [N:0] s
    );
    assign s = a + b;
endmodule
==> flow_summary.json <==
{
  "total_power_uw": 67.8,
  "irDropWorstVdd_v": 0.0000136,
  "firstDrtPassIters": 2,
  "cp-end-kind": "primary output",
  "required_ns": 4.80,
  "power_per_cell_area_nw_per_um2": 94.8,
  "yosys_warnings": 1,
  "antenna_cells_inserted": 0,
  "fin_crit_ns": 5.83,
  "rsz0062_at_grt": "false",
  "vias_per_cell": 3.42,
  "placedCellCount": 119,
  "crit_path_max_fanout": 2,
  "setup_viol": 0,
  "hold_path.class": "in -> out",
  "syn_inst": 53,
  "syn_area_um2": 449,
  "crit_type": "in -> out",
  "rows": 21,
  "dpl_cell_area_um2": 697,
  "overflow": 0,
  "fin_crit_sh_pct": 97.2,
  "fmax_ghz": 0.172,
  "fin_setup_tns_ns": 0,
  "drive_gt1_share_pct": 13.7,
  "power_leakage_nw": 0.385,
  "ys_chip_area_um2": 449,
  "crit_arrival_ns": 4.63,
  "grt_max_degree": 5,
  "syn_avg_cell_area_um2": 8.48,
  "worstSetupStartpointType": "input pin",
  "die_h_um": 80,
  "dieArea_um2": 6400,
  "chipWidth_um": 80,
  "ys_seq_share_pct": 0,
  "min_path_cells": 4,
  "initial_utilization_pct": 13.2,
  "io_pins": 16,
  "area_growth_pct": 59.1,
  "ff_latch_area_um2": 0,
  "cap_violations": 0,
  "outcome": "completed",
  "fillers": 377,
  "relSlewSlack_pct": 87.0,
  "nClkBuffers": 0,
  "drc": 0,
  "warning_count": 32,
  "tightest_slew_ns": 0.194,
  "final_cells": 119,
  "synthDistinctLibCells": 11,
  "via_count": 407,
  "grt_pass1_vias": 440,
  "wl_per_cell_um": 9.03,
  "flop-count": 0,
  "final_util_pct": 20.9,
  "place.gp.congestion": 0.684,
  "finalMaxSlewViolations": 0,
  "postRouteAntennaNets": 0,
  "grt_pass1_wl_mm": 1.99,
  "ys_cells": 53,
  "routed_wl_mm": 1.08,
  "grt.total_usage_pct": 3.62,
  "core_area_um2": 3420,
  "final_area_um2": 714,
  "hpwl_um": 986,
  "post_cts_buffers": 0,
  "hold_buffers": 0,
  "initialDrtViolationCount": 14,
  "grt_antenna_before_repair": 0,
  "numPortBuffers": 16,
  "final_hold_viol_count": 0
}
## cell families after synthesis
logic type / after synthesis / synth area share (%)
buf+inv: 5 / 4.18
fa+ha+maj: 14 / 44.0
simple gates: 17 / 21.4
xor+xnor: 6 / 11.7
compound gates: 11 / 18.7
## timing repair
item                                    4_1_cts  5_1_grt
endpoints found under the setup margin        0        2
hold endpoints to repair                      0        0
resized                                       0        3
## cell type report
class / instances / area, um^2 / share of cell area [%]
Timing Repair Buffer: 20 / 190 / 26.6
Inverter: 5 / 18.8 / 2.63
Tap cell: 46 / 57.6 / 8.06
Multi-Input combinational cell: 48 / 448 / 62.7
## metal layers
layer | global-route usage (%) | part of all wire (%) | vias up
li1 | - | - | 216
met2 | 6.58 | 49 | 7
met1 | 4.48 | 44 | 184
met4 | 0 | 0 | 0
met5 | 0 | 0 | -
met3 | 0.795 | 7.4 | 0
## cells in the mapped netlist, drive strengths merged
cell | n | area share, %
a21o | 7 | 12
fa | 3 | 13
a21oi | 4 | 7.0
and2 | 13 | 18
xnor2 | 3 | 5.9
ha | 11 | 31
xor2 | 3 | 5.9
nor2 | 1 | 0.83
nand2 | 3 | 2.5
inv | 5 | 4.2
## final timing paths
| check | start | endpoint | slack (ns) |
|---|---|---|---|
| hold / removal | b[0] | p[0] | 3.49 |
| setup / recovery | b[1] | p[7] | 0.17 |
## critical path, cell delays in order
cell and delay [ns]:
clkdlybuf4s50_1 0.48, and2_1 0.13, ha_1 0.16, inv_1 0.06, fa_1 0.47, inv_1 0.04
ha_1 0.22, fa_2 0.46, ha_1 0.24, fa_1 0.40, a21o_1 0.19, a21o_1 0.17
clkdlybuf4s50_1 0.40
## metrics by stage
| step | hold slack (ns) | setup WS, ns |
|---|---|---|
| 2_1_floorplan | 2.47 | 1.16 |
| 3_3_place_gp | 3.50 | 0.0826 |
| 3_5_place_dp | 3.50 | 0.0949 |
| 4_1_cts | 3.50 | 0.0715 |
| 5_1_grt | 3.54 | 0.00269 |
| 6_report | 3.49 | 0.170 |
## where the power goes
part	internal (mW)	total (mW)	switching (mW)
clock	0	0	0
sequential	0	0	0
combinational	0.0434	0.0678	0.0244
## cell usage in the layout, fill, tap and decap left out, drive strengths merged
cell / synthesis / routed
buf: 0 / 4
a21oi: 4 / 4
nand2: 3 / 3
and2: 13 / 13
clkdlybuf4s50: 0 / 16
nor2: 1 / 1
ha: 11 / 11
xor2: 3 / 3
xnor2: 3 / 3
a21o: 7 / 7
fa: 3 / 3
inv: 5 / 5
No activity file was given, so power comes from the tool's default toggle rates.
