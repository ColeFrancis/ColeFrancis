[/design/flow/run.sh]
#!/bin/bash
# OpenROAD 26Q1-2900-gdf79404cd8, Yosys 0.63+post, stock flow scripts
make -C /OpenROAD-flow-scripts/flow DESIGN_CONFIG=/design/flow/config.mk WORK_HOME=/design/flow/orfs finish
[/design/flow/config.mk]
export PLATFORM = sky130hd
export DESIGN_NAME = uart_rx
export DESIGN_NICKNAME = uart_rx
export VERILOG_FILES = /design/flow/design.v
export SDC_FILE = /design/flow/constraint.sdc
export NUM_CORES = 4
export LEC_CHECK = 1
export CORE_AREA = 10 10 114 114
export DIE_AREA = 0 0 124 124
[/design/flow/constraint.sdc]
current_design uart_rx

set clk_period 4.3
set clk_io_pct 0.2

create_clock -name clk0 -period $clk_period [get_ports {clk}]

set non_clock_inputs [all_inputs -no_clocks]
set_input_delay [expr $clk_period * $clk_io_pct] -clock clk0 $non_clock_inputs
set_output_delay [expr $clk_period * $clk_io_pct] -clock clk0 [all_outputs]
[/design/flow/design.v]
module uart_rx #(
    parameter BAUD = 10_000,
    parameter CLK_FREQ = 100_000_000  
    )(
    input clk,
    input rst,
    input rx,
    output reg data_valid,
    output reg [7:0] data_out
    );
    parameter CLK_PER_BIT = CLK_FREQ / BAUD;
    reg [15:0] clk_counter = 0;
    parameter s_IDLE = 2'b00;
    parameter s_START = 2'b01;
    parameter s_DATA = 2'b10;
    parameter s_STOP = 2'b11;
    reg [1:0] state = s_IDLE;
    reg [2:0] bit_index = 0;
    always @(posedge clk) begin
        if (rst) begin
            state <= s_IDLE;
            clk_counter <= 0;
            bit_index <= 0;
            data_valid <= 0;
            data_out <= 0;
        end
        case (state)
            s_IDLE: begin
                data_valid <= 0;
                if (~rx) begin
                    clk_counter <= 0;
                    state <= s_START;
                end
            end
            s_START: begin
                if (clk_counter == (CLK_PER_BIT-1)/2) begin  
                    if (rx == 1'b0) begin
                        clk_counter <= 0;
                        state <= s_DATA;
                    end else begin
                        state <= s_IDLE;
                    end
                end else begin
                    clk_counter <= clk_counter + 1;
                end
            end
            s_DATA: begin
                if (clk_counter < CLK_PER_BIT-1) begin  
                    clk_counter <= clk_counter + 1;
                end else begin
                    clk_counter <= 0;
                    data_out[bit_index] <= rx;
                    if (bit_index < 7) begin
                        bit_index <= bit_index + 1;
                    end else begin
                        bit_index <= 0;
                        state <= s_STOP;
                    end
                end
            end
            s_STOP: begin
                if (clk_counter < CLK_PER_BIT-1) begin  
                    clk_counter <= clk_counter + 1;
                end else begin
                    clk_counter <= 0;
                    data_valid <= 1;
                    state <= s_IDLE;
                end
            end
        endcase
    end
endmodule
module uart_tx #(
    parameter BAUD = 10_000,
    parameter CLK_FREQ = 100_000_000  
    )(
    input clk,
    input rst,
    input start,
    input [7:0] data_in,
    output reg tx,
    output reg busy
    );
    parameter  CLK_PER_BIT = CLK_FREQ / BAUD;
    reg [15:0] clk_counter = 0;
    parameter s_IDLE = 2'b00;
    parameter s_START = 2'b01;
    parameter s_DATA = 2'b10;
    parameter s_STOP = 2'b11;
    reg [1:0] state = s_IDLE;
    reg [2:0] bit_index = 0;
    always @(posedge clk) begin
         if (rst) begin
            state <= s_IDLE;
            clk_counter <= 0;
            tx <= 1;
            busy <= 0;
            bit_index = 0;
         end
         case (state)
            s_IDLE: begin
                tx <= 1;
                busy <= 0;
                if (start) begin
                    clk_counter <= 0;
                    state <= s_START;
                    busy <= 1;
                end
            end
            s_START: begin
                tx <= 1'b0;
                if (clk_counter < CLK_PER_BIT-1) begin
                    clk_counter <= clk_counter + 1;
                end else begin
                    clk_counter <= 0;
                    state <= s_DATA;
                end
            end
            s_DATA: begin
                tx <= data_in[bit_index];
                if (clk_counter < CLK_PER_BIT-1) begin
                    clk_counter <= clk_counter + 1;
                end else begin
                    clk_counter <= 0;
                    if (bit_index < 7) begin
                        bit_index <= bit_index + 1;
                    end else begin
                        bit_index <= 0;
                        state <= s_STOP;
                    end
                end
            end
            s_STOP: begin
                tx <= 1'b1;
                if (clk_counter < CLK_PER_BIT-1) begin
                    clk_counter <= clk_counter + 1;
                end else begin
                    clk_counter <= 0;
                    state <= s_IDLE;
                end
            end
         endcase
    end
endmodule
==> impl_metrics.yaml <==
# flow metrics
outcome:
  status: "completed"
critical_path:
  worstSetupStartpointType: "primary input"
  crit_fanout: 16
  cpMaxStageDelayCell: "o31ai_4"
  worstPathRequired_ns: 4.50
  endpoint_kind: "flip-flop"
  path_cells: "clkdlybuf4s50_1 -> inv_1 -> nand3_1 -> o31ai_4 -> a21oi_1 -> o22ai_1"
  slowest_delay_ns: 0.59
  crit_buf_inv: 2
  path_class: "in2reg"
  crit_arrival_ns: 2.68
  path_delay_family: "AND-OR/OR-AND gates"
synth:
  ys_sh_adder_pct: 7.70
  common_cells: "nand2_1 (31), dfxtp_1 (30), nor2_1 (19)"
  ys_sh_xor_pct: 0.490
  edf_count: 0
  ff_type: "dfxtp_1"
  yosysTopAreaCell: "dfxtp_1"
  seq_area_frac_synth_pct: 33.6
  synth.ff_latch_count: 30
  synthTopCellsByArea: "dfxtp_1 (34%), ha_1 (7.7%), nand2_1 (6.5%)"
  synth_cells: 223
  syn_area_per_cell_sq_um: 8.01
  yosys_cells: 223
  synth_warnings: 1
  synth.area.mux_share_pct: 2.31
  synth.logic.top_family: "simple AND/OR/NAND/NOR gates"
  syn-cell-area_sq_um: 1790
  top_area_share_pct: 33.6
  top_cell: "nand2_1"
  synth_cell_types: 46
  ys_area_sq_um: 1790
  async_flop_share_pct: 0
  yosys.area_share.aoi_pct: 23.6
  simple_gate_share_pct: 28.0
clock_network:
  hold_buffers: 0
  worstSkewPairLatency_ns: 0.28
  clock-root-buffer: "clkbuf_8"
  post_cts_buffers: 0
  cts_max_level: 2
  ctsResizeCount: 0
  cts_tree: "done"
  cts.path.max_buffers: 2
  clock-sinks: 30
  cts_made_buffers: 5
  clk_transition_reported_paths_ns: 0.07
global_route:
  overflow: 0
  grt_start_max_net_pins: 18
  grt_pass1_wl_mm: 6.91
  grt_usage_pct: 5.34
  antenna_found_initial: 0
  grt_pass1_vias: 1426
final_timing:
  hold_slack_ns: 0.472
  rsz0062_at_grt: "no"
  setup_viol: 0
  fin_setup_tns_ns: 0
  worst_slew_margin_rel_pct: 36.3
  worst_clock_skew_ns: 0.00619
  fin_crit_sh_pct: 57.7
  post-route-min-period_ns: 2.48
  fmax_mhz: 403
  finalMaxSlewViolations: 0
  worst_slew_pin_slew_ns: 0.953
  hold_violations: 0
pwr:
  seqPwrFrac_pct: 41.4
  p_leak_uw: 0.000730
  swShare_pct: 30.1
  p_int_uw: 524
  combinationalPowerShare_pct: 21.2
  p_clk_share_pct: 37.3
  power_density_nw_per_um2: 348
  vdd_drop_max_v: 0.000110
  power_switching_uw: 226
final_layout:
  drive_gt1_share_pct: 8.51
  layout-area-overhead-vs-synth_pct: 20.4
detailed_routing:
  dr.first_iter.drc_count: 122
  diodes: 0
  final_antenna_net_count: 0
  dr_total_vias: 1623
  wire_per_inst_um: 10.8
  drc: 0
  totalWireLength_mm: 4.00
  vias_per_cell: 4.37
  firstDrtPassIters: 4
floorplanning:
  io_pins: 12
  die_area_sq_um: 15400
  die_w_um: 124
  fp_util_pct: 17.2
  num_rows: 37
  core_area_sq_um: 10400
  die_height_um: 124
run:
  warning_count: 33
  drv_cap: 0
placed_design:
  port_buffers: 11
  dp_hpwl_mm: 2.83
  globalplace.congestion: 0.844
min_path:
  hold_path.class: "reg2reg"
[tightest hold or removal path, cell delays in order (launching register included)]
cell     delay [ns]
dfxtp_1        0.32
nand2_1        0.06
mux2i_1        0.05
[final timing paths]
kind	startpoint	to	slack [ns]	depth (start not counted)
setup / recovery	rst	clk_counter[14]$_DFF_P_	1.82	6
hold / removal	data_out[4]$_DFF_P_	data_out[4]$_DFF_P_	0.47	2
setup reg to reg	clk_counter[0]$_DFF_P_	clk_counter[8]$_DFF_P_	2.00	6
hold reg to reg	data_out[4]$_DFF_P_	data_out[4]$_DFF_P_	0.47	2
[layout by cell type, fill, tap and decap left out, types with 2 or more instances in the layout]
cell / n
a211oi_1: 2
a21oi_1: 4
a22oi_1: 2
a31o_2: 2
and3_1: 3
and4_1: 3
clkbuf_8: 5
clkdlybuf4s50_1: 11
clkinv_2: 2
dfxtp_1: 30
ha_1: 11
inv_1: 12
mux2i_1: 3
nand2_1: 31
nand2b_1: 3
nand3_1: 11
nand3b_1: 3
nand4_1: 3
nor2_1: 19
nor2b_1: 3
nor3_1: 6
nor4b_1: 2
o211ai_1: 10
o21ai_0: 18
o22ai_1: 3
o311ai_0: 7
or2_2: 3
or3_1: 2
[state kept, by name, summed over array words and instances (netlist names)]
name	cells
bit_index	3
clk_counter	16
data_valid	1
data_out	8
state	2
[kinds of logic after synthesis]
kind of cell | count (synthesis)
buf+inv | 20
compound gates | 58
simple gates | 99
mux | 4
xor+xnor | 1
fa+ha+maj | 11
flops | 30
[through the flow]
step / area, sq um / cells / setup slack (ns) / power [uW] / utilization, %
floorplan: 1790 / 223 / 2.27 / 439 / -
finish: 2150 / 371 / 1.82 / 750 / 20.7
CTS: 2150 / 371 / 1.81 / 756 / 20.7
detailed placement: 2040 / 363 / 1.52 / 474 / 19.6
global route: 2150 / 371 / 1.61 / 791 / 20.7
global placement: 2040 / 363 / 1.53 / 471 / 19.6
[power by group through the flow]
stage,Combinational (uW),Clock [uW],Sequential (uW)
5_1_grt,177,299,314
4_1_cts,159,287,310
6_report,159,280,311
[metal layers]
| metal | track usage, % | vias to the layer above | part of all wire (%) |
|---|---|---|---|
| met5 | 0 | - | 0 |
| met4 | 0.647 | 0 | 0.53 |
| met3 | 1.52 | 4 | 7.0 |
| met2 | 7.95 | 35 | 45 |
| met1 | 7.79 | 751 | 48 |
| li1 | - | 833 | - |
[cell type report]
class / instances / area, sq um
Sequential cell: 30 / 601
Clock buffer: 5 / 68.8
Tap cell: 136 / 170
Clock inverter: 3 / 40.0
Multi-Input combinational cell: 173 / 1110
Timing Repair Buffer: 12 / 118
Fill cell: 1118 / 8260
Inverter: 12 / 45.0
No activity file was given, so power comes from the tool's default toggle rates.
